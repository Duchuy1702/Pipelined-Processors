--- design/flow/run.sh ---
#!/bin/bash
# OpenROAD 26Q1-2900-gdf79404cd8, Yosys 0.63+post, stock flow scripts
make -C /OpenROAD-flow-scripts/flow DESIGN_CONFIG=/design/flow/config.mk WORK_HOME=/design/flow/orfs finish
--- design/flow/config.mk ---
export PLATFORM = sky130hd
export DESIGN_NAME = Forwarding
export DESIGN_NICKNAME = Forwarding
export VERILOG_FILES = /design/flow/design.v
export SDC_FILE = /design/flow/constraint.sdc
export NUM_CORES = 4
export LEC_CHECK = 1
export CORE_AREA = 10 10 85 85
export DIE_AREA = 0 0 95 95
--- design/flow/constraint.sdc ---
current_design Forwarding

set clk_period 2.8
set clk_io_pct 0.2

create_clock -name clk0 -period $clk_period

set non_clock_inputs [all_inputs -no_clocks]
set_input_delay [expr $clk_period * $clk_io_pct] -clock clk0 $non_clock_inputs
set_output_delay [expr $clk_period * $clk_io_pct] -clock clk0 [all_outputs]
--- design/flow/design.v ---
module Forwarding(
  input  logic  EX_RdWren        ,
  input  logic  MEM_RdWren       , 
  input  logic  WB_RdWren        ,
  input  logic  EX_isload        ,
  input  logic [4:0] MEM_RdAddr  ,
  input  logic [4:0] EX_RdAddr   ,
  input  logic [4:0] EX_Rs1Addr  ,
  input  logic [4:0] EX_Rs2Addr  ,
  input  logic [4:0] WB_RdAddr   ,
  input  logic [1:0] op_sel_a_EX ,
  input  logic [1:0] op_sel_b_EX ,
  input  logic [4:0] ID_rs1addr  ,
  input  logic [4:0] ID_rs2addr  ,
  output logic [1:0] ForwardA    ,
  output logic [1:0] ForwardB    ,
  output logic [1:0] fwd_rs1_brc ,
  output logic [1:0] fwd_rs2_brc ,
  output logic EX_flush          ,
  output logic For_rs1_ID        ,
  output logic For_rs2_ID        ,
  output logic ID_enable         ,
  output logic pc_enable     
);
logic co_load_a;
logic co_load_b;
assign fwd_rs1_brc = (MEM_RdWren & (MEM_RdAddr != 0) & (MEM_RdAddr == EX_Rs1Addr)) ?  2'b10 :
                     (WB_RdWren & (WB_RdAddr != 0) & (WB_RdAddr == EX_Rs1Addr))    ? 2'b01  : 2'b00;
assign fwd_rs2_brc =  (MEM_RdWren & (MEM_RdAddr != 0) & (MEM_RdAddr == EX_Rs2Addr)) ?  2'b10 :
                     (WB_RdWren & (WB_RdAddr != 0) & (WB_RdAddr == EX_Rs2Addr))     ? 2'b01  : 2'b00;
assign For_rs1_ID = (WB_RdWren & (WB_RdAddr != 0) & (WB_RdAddr == ID_rs1addr) ) ? 1 : 0 ;
assign For_rs2_ID = (WB_RdWren & (WB_RdAddr != 0) & (WB_RdAddr == ID_rs2addr) ) ? 1 : 0 ;
assign co_load_a = (EX_RdAddr == ID_rs1addr);
assign co_load_b = (EX_RdAddr == ID_rs2addr); 
assign ForwardA = (MEM_RdWren & (MEM_RdAddr != 0) & (MEM_RdAddr == EX_Rs1Addr) & (op_sel_a_EX == 2'b00)) ? 2'b10 :
                  (WB_RdWren & (WB_RdAddr != 0) & (WB_RdAddr == EX_Rs1Addr) & (op_sel_a_EX == 2'b00))    ? 2'b01  : op_sel_a_EX ;
assign ForwardB = (MEM_RdWren & (MEM_RdAddr != 0) & (MEM_RdAddr == EX_Rs2Addr) & (op_sel_b_EX == 2'b00)) ? 2'b10 :
                  (WB_RdWren & (WB_RdAddr != 0) & (WB_RdAddr == EX_Rs2Addr) & (op_sel_b_EX == 2'b00))    ? 2'b01  : op_sel_b_EX ;
always_comb begin
if (EX_RdWren & (EX_RdAddr != 0) & EX_isload & ( co_load_a | co_load_b)) begin
  EX_flush  = 1;
  pc_enable  = 0;
  ID_enable  = 0;
 end
else begin
 EX_flush  = 0;
 pc_enable  = 1;
 ID_enable  = 1;
 end  
end
endmodule
==> summary.txt <==
Figures from the implementation reports.

- The peak per-stage delay on the critical path reads around 0.56 ns.
- The remaining number of nets flagged by the antenna check after routing is 0.
- The overall chip area is around 9000 sq um.
- The data required time at the worst endpoint is between 2 and 2.5 ns.
- The launch point of the worst hold path is EX_RdAddr[0].
- The detailed placer reported the number of placed instances as roughly 230.
- The sum of overflow across all layers after global routing reads 0.
- The logic area is around 670 sq um.
- After layout, the clock buffer instance count stands at 0.
- Yosys reports a chip area of just over 600 sq um.
- The chip height reads 95 um.
- For this run, design rule violations remaining after detail routing come to 0.
- Global routing used between 6 and 7% of the available tracks.
- The initial antenna violation count came to 0.
- The number of standard cells in the layout, taps in and fillers out reads between 200 and 250.
- The final hold violation count recorded for this run is 0.
- The cell total in the yosys stat output reads roughly 80.
- The flow ran to the end, and the final reports show no timing, DRC or antenna violations.
- The slew at the pin closest to its max-slew limit is roughly 0.36 ns.
- The post-route clock period utilization reads ~97%.
- The hold-fix buffer count after cts is 0.
- The count of port buffers added during placement reads between 50 and 60.
- The number of placement rows is 27.
- The post-synthesis cell type count is 19.
- 56 I/O pins were placed.
- Per the slew report, the remaining headroom to the max-slew limit stands at between 70% and 80%.
- The number of OpenROAD warnings reads 33.
- The number of global-route vias before repair is roughly 950.
- For reference, the post-synthesis area per instance comes to approximately 7.7 sq um.
- Prior to clock tree synthesis, the placed netlist has a worst setup slack of -0.465 ns.
- The pin count of the biggest net entering global routing reads 5.
- The first global-routing pass estimated between 4 and 5 mm of wire.
- The placed standard-cell area reads 1430 sq um.
- Detailed-route iteration 0 reported a violation count of 0.
- In this run the VDD rail shows a maximum IR drop of 0.0602 mV.
- The design has 0 sequential cells.
- The floorplan utilization reads 11.2%.
- The biggest fanout along the worst timing path reads 4.
- The total power draw is 0.204 mW.
- The leading cell type in the layout, fill and taps excluded reads xnor2_1.
- The clock period minus final worst setup slack is 2.71 ns.
- The worst-case hold path end point reads pc_enable.
- The leakage power summed over all cells reads roughly 0.61 nW.
- The area used by sequential logic in the layout is 0 sq um.
- In the final report, the number of endpoints failing setup comes to 0.
- The area growth from synthesis to final layout reads 147%.
- The sum of routed wire length over all layers reads slightly below 3 mm.
- The routed via count divided by cell count is roughly 3.7.
- The fraction of the yosys area taken by sequential cells is 0%.
- The number of maximum-capacitance violations recorded for the run is 0.
- Leaving out fill and tap cells, the most frequent cells in the layout are 29 x xnor2_1, 27 x buf_4, 26 x clkdlybuf4s50_1, 19 x dlygate4sd2_1, 8 x xor2_1.
- The area of the placeable core is about 5500 sq um.
- The arrival time at the worst endpoint is ~2.2 ns.
- Per the final layout report, the fraction of cells sized above drive strength 1 comes to roughly a third.
- By startpoint and endpoint, the worst setup path is classified as primary input to output port.
- In the hold timing report, the worst path depth is 4.
- Setup repair after global routing left no endpoint under its margin.
- The die is about 95 um wide.
- For this run, the detailed router's first-pass iteration total came to 1.
- The maximum operating frequency reads between 300 and 400 MHz.
- The final-layout fill cell count is a little under 600.
- The type of element launching the critical path reads a primary input.
- The placer congestion estimate reads 0.855.
- The estimated wirelength of the detail-placed design reads between 2 and 3 mm.
- The critical-path cell with the highest stage delay is or4_4.
- The number of slew-limit violations in the final report is 0.
- The power density normalized to cell area is around 130 nW/um^2.
- The worst path setup slack after routing is 0.0881 ns.
- In this run the critical path is formed by clkdlybuf4s15_2 -> or4_4 -> o21ai_4 -> buf_4 -> nor4_1 -> clkdlybuf4s50_1.
- Note that the worst hold path type here is primary input to output port.
- Warnings reported by Yosys during synthesis add up to 1.
- In the synthesized netlist, the number of instances is 80.
- 0 antenna diodes ended up in the layout.
- Once layout is done, the placed cells without fillers occupy 1520 sq um.
- The synthesized area reads a little over 600 sq um.
- Dividing the detail-routed wire length by the instance count gives about 13 um.
- The worst setup path is captured at an output port.
- The via count reads 840.
-- logic make-up (layout without fill, tap and decap cells) --
logic type,Yosys count,after routing,share of synthesized area [%]
AND/OR/NAND/NOR,23,23,23.8
XOR/XNOR,40,40,57.0
buffers and inverters,8,86,6.52
AND-OR/OR-AND,9,9,12.6
-- layer usage --
metal | routed length, um | track usage (%)
met3 | 272 | 2.24
met5 | 0 | 0
met1 | 1320 | 7.88
met2 | 1310 | 10.5
met4 | 0 | 0
-- worst max-delay path by stage --
| stage | slack (ns) | endpoint | cells after the start | from |
|---|---|---|---|---|
| 5_1_grt | 0.02 | For_rs2_ID | 6 | WB_RdAddr[1] |
| 4_1_cts | -0.02 | ID_enable | 4 | EX_RdAddr[0] |
| 6_report | 0.09 | For_rs1_ID | 6 | WB_RdAddr[1] |
-- layout make-up --
type | count | area share [%]
repair buffers | 84 | 49.5
inverters | 2 | 0.494
multi-input cells | 72 | 44.1
well taps | 72 | 5.93
-- critical path: cells and delay by family --
family          cells  cell delay [ns]
simple gates        2             0.61
compound gates      1             0.18
buf+inv             3             0.81
-- cells in the mapped netlist --
master	instances	area (sq um)
a21o_1	1	7.51
a21o_2	1	8.76
buf_2	5	25.0
buf_4	1	7.51
inv_1	2	7.51
nand2_1	4	15.0
nand3_1	8	40.0
nor4_1	4	25.0
nor4_2	2	25.0
o2111a_1	1	11.3
o2111ai_1	1	8.76
o21ai_0	2	10.0
o21ai_2	1	8.76
o21ai_4	1	16.3
o22ai_1	1	6.26
or4_1	4	30.0
or4_4	1	11.3
xnor2_1	32	280
xor2_1	8	70.1
-- where the power goes --
| part | internal [mW] | leakage, nW | total (mW) | switching [mW] |
|---|---|---|---|---|
| logic | 0.125 | 0.613 | 0.204 | 0.0791 |
| registers | 0 | 0 | 0 | 0 |
| clock network | 0 | 0 | 0 | 0 |
-- per-stage QoR --
stage / hold slack, ns / util [%] / setup TNS [ns]
floorplan: 1.16 / - / 0
global placement: 2.06 / 26.1 / -3.86
detailed placement: 2.07 / 26.1 / -3.75
CTS: 1.88 / 27.3 / -0.0619
global route: 1.70 / 27.8 / 0
finish: 1.63 / 27.8 / 0
-- timing repair --
| action | in CTS | in global routing |
|---|---|---|
| pin swaps | 10 | 7 |
| gates resized | 47 | 12 |
| hold endpoints to repair | 0 | 0 |
| endpoints found under the setup margin | 13 | 5 |
| buffers inserted | 1 | 1 |
Power is estimated from default activity; no workload was simulated.
